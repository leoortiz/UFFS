<file path="design/flow/config.mk">
export PLATFORM = sky130hd
export DESIGN_NAME = isInTriangle
export DESIGN_NICKNAME = isInTriangle
export VERILOG_FILES = /design/flow/design.v
export SDC_FILE = /design/flow/constraint.sdc
export NUM_CORES = 4
export LEC_CHECK = 1
export CORE_UTILIZATION = 50
</file>
<file path="design/flow/constraint.sdc">
current_design isInTriangle

set clk_period 28.2
set clk_io_pct 0.2

create_clock -name clk0 -period $clk_period

set non_clock_inputs [all_inputs -no_clocks]
set_input_delay [expr $clk_period * $clk_io_pct] -clock clk0 $non_clock_inputs
set_output_delay [expr $clk_period * $clk_io_pct] -clock clk0 [all_outputs]
</file>
<file path="design/flow/design.v">
module sign(
	input [11:0] ax, input [11:0] ay,
	input [11:0] bx, input [11:0] by,
	input [11:0] cx, input [11:0] cy,
	output out
);
	reg [4:0] state;
	wire signed [11:0] t1;
	wire signed [11:0] t2;
	wire signed [11:0] t3;
	wire signed [11:0] t4;
	wire signed [23:0] m1;
	wire signed [23:0] m2;
	assign t1 = ax - cx;
	assign t2 = by - cy;
	assign t3 = bx - cx;
	assign t4 = ay - cy;
	assign m1 = t1 * t2;
	assign m2 = t3 * t4;
	assign out = m1 < m2;
endmodule
module isInTriangle(
	input [11:0] px, input [11:0] py,
	input [11:0] ax, input [11:0] ay,
	input [11:0] bx, input [11:0] by,
	input [11:0] cx, input [11:0] cy,
	output out
);
	wire b1;
	wire b2;
	wire b3;
	sign S1(px, py, ax, ay, bx, by, b1);
	sign S2(px, py, bx, by, cx, cy, b2);
	sign S3(px, py, cx, cy, ax, ay, b3);
	assign out = (b1 == b2) & (b2 == b3);
endmodule
</file>
<file path="design/flow/run.sh">
#!/bin/bash
# OpenROAD 26Q1-2900-gdf79404cd8, Yosys 0.63+post, stock flow scripts
make -C /OpenROAD-flow-scripts/flow DESIGN_CONFIG=/design/flow/config.mk WORK_HOME=/design/flow/orfs finish
</file>
==> run_results.csv <==
group,metric,value,unit
global_routing,largest_net_degree_at_the_start_of_global_routing,20,
yosys,synth.yosys.chip_area,0.03991,mm2
power_and_ir_drop,switchingPower,13.97,mW
final_timing,grt_setup_unrepaired,"no",
routing,route.vias.total,30454,
routing,routed_wire_length_per_instance,18.35,um
cells_and_area,layout.cells.most_common,"inv_1",
final_timing,setup_viol,0,
yosys,yosysUniqueCellTypes,71,
power_and_ir_drop,vdd_drop_max,0.001155,V
cells_and_area,clock_buffer_count,0,
die,row_count,103,
setup_path,timing.critical_path.max_delay_family,"adder cells",
yosys,synth.yosys.seq_area_share,0,
job,max_cap_viol_count,0,
cells_and_area,final_layout_size_suffix_gt1_frac,0.02711,
yosys,area_leaders,"fa_1 42%, ha_1 16%, inv_1 10%",
routing,drt_first_pass_iters,5,
die,core_area,0.07900,mm2
die,floorplanUtilization,0.5052,
final_timing,slew_at_the_pin_closest_to_its_max_slew_limit,836.4,ps
yosys,mappedNetlistArea,0.03991,mm2
cells_and_area,sequential_cell_area,0,um2
routing,totalWireLength,106.0,mm
yosys,synth_stat.cells,4660,
final_timing,finalMaxSlewViolations,0,
min_path,hold_start,"bx[0]",
placed_design,hpwl,93.45,mm
final_timing,final-hold-violation-count,0,
job,warnings,32,
clocking,postCtsSetupBuffers,0,
power_and_ir_drop,cell_internal_pwr,10.68,mW
final_timing,hold_slack,13830,ps
routing,drt_iter0_drc,1341,
power_and_ir_drop,p_sw_frac,0.5667,
setup_path,cpPeakStageDelay,690,ps
routing,antenna_violating_nets_post_route,0,
placed_design,placement.io_buffers,97,
final_timing,share_of_the_clock_period_used_by_the_worst_path,0.7570,
min_path,hold_path_end,"out",
cells_and_area,layout_top_cells,"1062 x inv_1, 846 x fa_1, 525 x nand2_1, 501 x ha_1, 230 x nor2_1",
power_and_ir_drop,leakage,22.06,nW
routing,viasPerCell,5.274,
final_timing,maxClockFrequency,46.84,MHz
setup_path,timing.critical_path.to_type,"output port",
final_timing,final_period_minus_worst_setup_slack,21350,ps
yosys,synth_top_cell_by_area,"fa_1",
cells_and_area,number_of_fillers_in_the_final_layout,7514,
setup_path,critical_path.n_buffers_inverters,7,
global_routing,via_count_of_the_first_global_routing_pass,32112,
die,fp.dieH,284.5,um
min_path,hold_path_depth,9,
cells_and_area,area_delta_synth_final,6.298,%
setup_path,cp_slowest_cell,"mux2i_1",
global_routing,global_route.usage.total,0.2962,
routing,drc_errors,0,
global_routing,grt_pass1_wl,173.5,mm
final_timing,max-slew-margin-rel,0.4405,
setup_path,path_class,"input port to output port",
die,design.portCount,97,
placed_design,gp_routability_congestion,0.9864,
global_routing,antenna_found_initial,4,
clocking,post_cts_hold_buffer_count,0,
yosys,synth.yosys.warnings,0,
setup_path,critical_path.startpoint,"cx[1]",
die,die_width,284.5,um
yosys,synthCells,4660,
status,result_of_the_run,"finished, final reports clean",
min_path,hold_class,"input port to output port",
cells_and_area,sequential_cell_total,0,
setup_path,largest_driver_fanout_on_the_critical_path,19,
final_timing,tns,0,ps
clocking,post_cts_resized,0,
yosys,area_share_top_type,0.4243,
setup_path,setup.worst_path.start_class,"input port",
power_and_ir_drop,power-per-cell-area,580.8,mW/mm2
global_routing,grt-ovfl-total,0,
setup_path,timing.critical_path.arrival,15710,ps
setup_path,worst_ep_required_time,22560,ps
die,die_area,0.08096,mm2
yosys,synthesis.area_per_instance,8.565,um2
-- worst min-delay path, stage by stage --
cell	delay, ps
clkdlybuf4s50_1	550
ha_1	450
o31ai_1	150
nand3_1	190
a211oi_1	110
o21ai_0	380
a211o_1	160
mux2i_1	110
clkdlybuf4s50_1	450
-- cell families after synthesis --
logic type / count (synthesis) / share of synthesized area
XOR/XNOR: 257 / 0.05677
AND-OR/OR-AND: 542 / 0.08897
AND/OR/NAND/NOR: 1296 / 0.1545
multiplexers: 18 / 0.004702
buffers and inverters: 1200 / 0.1137
adder cells (fa/ha/maj): 1347 / 0.5814
-- Yosys cell counts (all sizes together), types with 4 or more instances --
library cell  instances
mux2i                15
xor2                 90
a221o                 4
ha                  501
or4                   4
xnor2               167
o21ai                81
and2                127
o21bai               36
a211oi               26
nand2b               98
a21o                 76
o21a                 33
a2111oi               7
inv                1062
a31oi                29
a311oi                6
nand3                27
o211ai               18
fa                  846
nand4                22
nor3                 56
a21oi               166
and2b                13
o41a                  6
nor2b               109
nor4                 16
or3                  12
or2                   8
nand2               525
and3                 30
nand3b                7
o31ai                20
a211o                 6
nand4b                4
nor2                232
buf                  21
clkbuf              117
-- through the flow --
step	power [mW]	worst slack, ps	utilization	instance area [um2]	std cells
6_report	24.64	6851	0.5371	42430	5774
5_1_grt	28.45	6156	0.5370	42420	5771
4_1_cts	24.89	6833	0.5370	42420	5771
3_5_place_dp	24.66	6847	0.5370	42420	5771
3_3_place_gp	24.69	6893	0.5370	42420	5771
2_1_floorplan	18.69	9379	-	39910	4660
-- power groups by stage --
stage | sequential [mW] | clock [mW] | combinational, mW
after CTS | 0 | 0 | 24.9
after global routing | 0 | 0 | 28.5
-- worst max path at each step --
stage / to / cells past startpoint
6_report: out / 35
5_1_grt: out / 35
4_1_cts: out / 35
-- area by class of cell --
| class | instances | area (um2) | area share |
|---|---|---|---|
| Multi-Input combinational cell | 3460 | 35380 | 0.8340 |
| Inverter | 1062 | 3986 | 0.09396 |
| Timing Repair Buffer | 199 | 1737 | 0.04093 |
| Tap cell | 1050 | 1314 | 0.03097 |
| Antenna cell | 3 | 7.507 | 0.0001769 |
-- per-layer routing --
| metal | up-vias | global-route usage | part of all wire |
|---|---|---|---|
| met5 | - | 0.007738 | 0.0011 |
| met4 | 8 | 0.07204 | 0.032 |
| met3 | 120 | 0.1377 | 0.12 |
| met2 | 935 | 0.4303 | 0.43 |
| met1 | 14923 | 0.4192 | 0.41 |
| li1 | 14468 | - | - |
Power and IR drop assume default switching activity.
